--- ./run.sh ---
#!/bin/bash
# OpenROAD 26Q1-2900-gdf79404cd8, Yosys 0.63+post, stock flow scripts
make -C /OpenROAD-flow-scripts/flow DESIGN_CONFIG=/design/flow/config.mk WORK_HOME=/design/flow/orfs finish
--- ./config.mk ---
export PLATFORM = sky130hd
export DESIGN_NAME = dimmer
export DESIGN_NICKNAME = dimmer
export VERILOG_FILES = /design/flow/design.v
export SDC_FILE = /design/flow/constraint.sdc
export NUM_CORES = 4
export LEC_CHECK = 1
export CORE_AREA = 10 10 113 113
export DIE_AREA = 0 0 123 123
--- ./constraint.sdc ---
current_design dimmer

set clk_period 4.7
set clk_io_pct 0.2

create_clock -name clk0 -period $clk_period [get_ports {i_clk}]

set non_clock_inputs [all_inputs -no_clocks]
set_input_delay [expr $clk_period * $clk_io_pct] -clock clk0 $non_clock_inputs
set_output_delay [expr $clk_period * $clk_io_pct] -clock clk0 [all_outputs]
--- ./design.v ---
`default_nettype none
module dimmer(output wire o_led, input wire i_clk);
	reg [27:0] counter;
	always @(posedge i_clk)
		counter <= counter + 1;
	assign o_led = (counter[7:0] < counter[27:20]);
endmodule
==> results.json <==
{
  "antenna_left": 0,
  "floorplan.io_pins": 2,
  "worstSkewPairLatency_ns": 0.27,
  "cp.required_ns": 3.76,
  "grt_start_max_net_pins": 16,
  "worst_slew_pin_slew_ns": 0.683,
  "grt_overflow": 0,
  "synthFlopType": "sky130_fd_sc_hd__dfxtp_1",
  "fp_util_pct": 12.7,
  "ratio_of_final_minimum_period_to_clock_period_pct": 64.7,
  "drive_gt1_share_pct": 7.35,
  "ys_seq_share_pct": 42.8,
  "final-hold-violation-count": 0,
  "cp-end-kind": "output port",
  "timing.critical_path.from_type": "flop",
  "syn2layout_area_growth_pct": 17.1,
  "run_status": "finished, final reports clean",
  "fp-row-count": 37,
  "number_of_optimization_iterations_in_the_first_detailed_route_pass": 4,
  "cts_sinks": 28,
  "synthTopCellsByCount": "sky130_fd_sc_hd__dfxtp_1 (28), sky130_fd_sc_hd__xnor2_1 (18), sky130_fd_sc_hd__nand3_1 (13)",
  "cts_bufs_inserted": 3,
  "dr_total_vias": 859,
  "number_of_h_tree_levels": 1,
  "clock-skew-final_ns": 0.00570,
  "r2r-end": "counter[18]$_DFF_P_",
  "wirelength_mm": 2.06,
  "holdPathEnd": "counter[0]$_DFF_P_",
  "slew_viol_final": 0,
  "max-clock-path-buffers": 2,
  "cts_resized": 0,
  "timing.max_slew.rel_slack_pct": 54.1,
  "rsz0062_at_grt": "no",
  "most_common_cell": "sky130_fd_sc_hd__dfxtp_1",
  "chipWidth_um": 123,
  "die-area_um2": 15100,
  "timing.critical_path.fanout_max": 6,
  "ys_ff": 28,
  "power.static_leakage_nw": 0.561,
  "warning_count": 25,
  "die_y_um": 123,
  "power.density_cell_area_nw_per_um2": 249,
  "drtIter0Drc": 29,
  "synthesis.instances": 132,
  "postCtsHoldBufs": 0,
  "final.fill_count": 1155,
  "routed_via_density": 3.16,
  "post_cts.repair.setup_buffers": 0,
  "grt_pass1_wl_mm": 3.79,
  "yosysCellCount": 132,
  "synthesis.area_per_instance_um2": 9.91,
  "critPathKind": "flop to output port",
  "reg.largest.list": "counter (28)",
  "cts_tree": "yes",
  "finish.utilization_pct": 14.8,
  "max_capacitance_violation_count": 0,
  "largest_register_ffs": 28,
  "min_delay_path_depth": 1,
  "synthDominantCellAreaShare_pct": 42.8,
  "antenna_violations_before_repair": 0,
  "synthArstFlopShare_pct": 0,
  "largest_register": "counter",
  "detail_route.wl_per_cell_um": 7.57,
  "detail_route.drc_violations": 0,
  "fin_setup_tns_ns": 0,
  "ir_drop_mv": 0.0951,
  "totalPowerFinal_mw": 0.381,
  "reg2reg_from": "counter[0]$_DFF_P_",
  "clock-root-buffer": "sky130_fd_sc_hd__clkbuf_8",
  "core_um2": 10300,
  "yosys_warnings": 1,
  "track_usage_pct": 3.00,
  "hpwl_mm": 1.58,
  "worst_hold_path_type": "flop to flop",
  "final_critical_delay_including_setup_and_external_delays_ns": 3.04,
  "netlist-cell-type-count": 24,
  "antenna_cells": 0,
  "ff2ff_path_depth": 5,
  "gp_congestion": 0.774,
  "worstHoldStart": "counter[0]$_DFF_P_",
  "clk_pin_slew_worst_paths_ns": 0.09,
  "synth.cell_area_um2": 1310,
  "first_global_vias": 818,
  "setup-violations-final": 0,
  "worst-r2r-setup-slack_ns": 2.83,
  "critical_path.startpoint": "counter[5]$_DFF_P_",
  "yosys.area.top_type": "sky130_fd_sc_hd__dfxtp_1",
  "achievable-frequency_mhz": 329,
  "yosysChipArea_um2": 1310,
  "whs_ns": 0.446,
  "enable_flop_cells": 0,
  "timing.critical_path.arrival_ns": 2.10,
  "port_buffers": 1,
  "synthTopCellsByArea": "sky130_fd_sc_hd__dfxtp_1 (43%), sky130_fd_sc_hd__xnor2_1 (12%), sky130_fd_sc_hd__ha_1 (7.6%), sky130_fd_sc_hd__xor2_1 (5.4%), sky130_fd_sc_hd__nand3_1 (5.0%)"
}
cell type report:
class	count	area, um2	area share [%]
Sequential cell	28	561	36.6
Inverter	11	41.3	2.69
Tap cell	136	170	11.1
Clock buffer	4	55.1	3.59
Timing Repair Buffer	1	10.0	0.653
Multi-Input combinational cell	92	696	45.4
critical path, stage by stage (launching register included):
cell	delay (ns)
sky130_fd_sc_hd__dfxtp_1	0.45
sky130_fd_sc_hd__ha_1	0.30
sky130_fd_sc_hd__a21o_1	0.18
sky130_fd_sc_hd__a21o_1	0.16
sky130_fd_sc_hd__a21oi_1	0.14
sky130_fd_sc_hd__o31a_1	0.15
sky130_fd_sc_hd__clkdlybuf4s50_1	0.46
layer usage:
metal | vias up | part of all wire, % | GRT usage, %
met5 | - | 0 | 0
met4 | 0 | 0.83 | 0.218
met3 | 2 | 5.9 | 1.43
met2 | 8 | 39 | 4.18
met1 | 386 | 54 | 4.31
li1 | 463 | - | -
where the power goes:
group / internal [mW] / switching, mW
Clock: 0.0749 / 0.0692
Combinational: 0 / 0
Sequential: 0.237 / 0
worst max path at each step:
| stage | depth (start not counted) | endpoint |
|---|---|---|
| final | 6 | o_led |
| after global routing | 6 | o_led |
| after CTS | 6 | o_led |
cells by family (layout without fill, tap and decap cells):
logic type | after synthesis | count (layout) | synth area share [%]
DFF | 28 | 28 | 42.8
xor gates and xnor gates | 26 | 26 | 17.4
adders and majority gates | 8 | 8 | 7.65
AOI/OAI and AO/OA | 6 | 6 | 3.35
and+or+nand+nor | 52 | 52 | 24.8
buffers and inverters | 12 | 16 | 4.02
stage by stage:
step | setup slack [ns] | instances | instance area (um2)
after floorplan | 2.53 | 132 | 1310
after global placement | 1.98 | 268 | 1480
after detailed placement | 1.95 | 268 | 1480
after CTS | 1.64 | 272 | 1530
after global routing | 1.54 | 272 | 1530
final | 1.66 | 272 | 1530
cells in the final DEF, fill, tap and decap left out:
cell,synthesis,layout
sky130_fd_sc_hd__or4_4,1,1
sky130_fd_sc_hd__clkdlybuf4s50_1,0,1
sky130_fd_sc_hd__nor4_4,2,2
sky130_fd_sc_hd__nand3_1,13,13
sky130_fd_sc_hd__nor4_2,1,1
sky130_fd_sc_hd__a211oi_1,1,1
sky130_fd_sc_hd__xnor2_1,18,18
sky130_fd_sc_hd__nand2_1,6,6
sky130_fd_sc_hd__a21oi_1,1,1
sky130_fd_sc_hd__nor3_2,1,1
sky130_fd_sc_hd__nor3_1,4,4
sky130_fd_sc_hd__xor2_1,8,8
sky130_fd_sc_hd__nand4_1,8,8
sky130_fd_sc_hd__and2_1,1,1
sky130_fd_sc_hd__nand2b_1,1,1
sky130_fd_sc_hd__ha_1,8,8
sky130_fd_sc_hd__nor2_1,7,7
sky130_fd_sc_hd__and3_1,5,5
sky130_fd_sc_hd__dfxtp_1,28,28
sky130_fd_sc_hd__o31a_1,1,1
sky130_fd_sc_hd__or4_1,1,1
sky130_fd_sc_hd__nand4_2,1,1
sky130_fd_sc_hd__a21o_1,3,3
sky130_fd_sc_hd__inv_1,11,11
sky130_fd_sc_hd__clkbuf_8,0,4
Power is estimated from default activity; no workload was simulated.
