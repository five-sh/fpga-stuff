==> /design/flow/design.v <==
`default_nettype none
module blinky(output wire o_led, input wire i_clk);
	parameter WID = 27;
	reg [WID - 1:0] counter;
	initial counter = 0;
	always @(posedge i_clk)
		counter <= counter + 1'b1;
	assign o_led = counter[WID - 1];
endmodule
==> /design/flow/run.sh <==
#!/bin/bash
# OpenROAD 26Q1-2900-gdf79404cd8, Yosys 0.63+post, stock flow scripts
make -C /OpenROAD-flow-scripts/flow DESIGN_CONFIG=/design/flow/config.mk WORK_HOME=/design/flow/orfs finish
==> /design/flow/config.mk <==
export PLATFORM = sky130hd
export DESIGN_NAME = blinky
export DESIGN_NICKNAME = blinky
export VERILOG_FILES = /design/flow/design.v
export SDC_FILE = /design/flow/constraint.sdc
export NUM_CORES = 4
export LEC_CHECK = 1
export CORE_AREA = 10 10 85 85
export DIE_AREA = 0 0 95 95
==> /design/flow/constraint.sdc <==
current_design blinky

set clk_period 6.0
set clk_io_pct 0.2

create_clock -name clk0 -period $clk_period [get_ports {i_clk}]

set non_clock_inputs [all_inputs -no_clocks]
set_input_delay [expr $clk_period * $clk_io_pct] -clock clk0 $non_clock_inputs
set_output_delay [expr $clk_period * $clk_io_pct] -clock clk0 [all_outputs]
==> impl_metrics.toml <==
# implementation run metrics
[timing]
fin_crit_ns = 2.283
hold_viol = 0
tightest_slew_ns = 0.6367
rsz0062_at_grt = "false"
maxSlewHeadroom = 0.5722
hold_ws_ns = 0.4075
skew_ns = 0.002133
timing.fmax_ghz = 0.4381
period_used_share = 0.3804
setup_viol = 0
final_max_slew_viol_count = 0
tns_ns = 0

[run]
warning_count = 25
cap_violations = 0

[hold_path]
min_from = "counter[0]"
hold_class = "reg -> reg"

[clock_tree]
post_cts_buffers = 0
clock_sinks = 27
ctsResizeCount = 0
cts_hold_repair.buffers = 0
path_clk_slew_ns = 0.09
cts_buffers = 3
clockBufferDepth = 2
htree_num_levels = 1
clock_latency_ns = 0.27
cts_tree = "done"
root_buffer = "clkbuf_8"

[cells_and_area]
regArea_sq_um = 540.5
layout_top_cell = "dfxtp_1"
comb_area_sq_um = 500.5
regMostFlops = "counter"
fin_area_sq_um = 1191
largestRegisters = "counter x27"
mostFrequentLayoutCells = "dfxtp_1, xnor2_1, xor2_1"
largest_reg_flops = 27
fill_cells = 606
drive_gt1_frac = 0.09524
syn_to_final_growth_pct = 14.01
fin_util = 0.2177

[synth]
ys_ff = 27
synth-area-yosys_sq_um = 1045
ys_sh_simple = 0.2575
syn_area_per_cell_sq_um = 10.45
mux_share = 0
compound_area_frac = 0
synthXorXnorAreaFrac = 0.2096
syn-instance-count = 100
ys_cells = 100
synth.logic.top_family = "simple AND/OR/NAND/NOR gates"
ys_seq_frac = 0.5174
synthAdderAreaFrac = 0.01198
synth_area_sq_um = 1045
synth_cell_types = 17
yosys_warnings = 1

[route]
vias = 669
dr.pass1.iters = 2
drt_iter0_drc = 55
viasPerCell = 3.780
wirelength_um = 1559
route.detailed.drc = 0
wl_per_cell_um = 8.808
ant_nets = 0
antenna_cells = 0

[placement]
port-buffer-count = 1
dp_hpwl_um = 1138
placed_cell_area_sq_um = 1145
place_congestion = 0.7939

[floorplanning]
core_area_sq_um = 5473
rows = 27
die_y_um = 95
initCoreUtil = 0.1909
die_w_um = 95
io_pins = 2
die-area_sq_um = 9025

[critical_path]
cp_data_required_time_ns = 4.80
critical_path_class = "reg -> out"
crit_path_cell_trace = "clkdlybuf4s50_1"
cp-startpoint = "counter[26]"
rr_startpoint = "counter[2]"
cp_slowest_cell = "clkdlybuf4s50_1"
slowest_delay_ns = 0.46
critical_path.max_fanout = 2
crit_buf_inv = 1
cp_data_arrival_time_ns = 1.08
startpoint_type = "register"
cpLargestDelayFamily = "buffers and inverters"
end_kind = "output pin"

[global_route]
antenna_found_initial = 0
gr-max-usage-layer = "met1"
grtUsageMet2 = 0.05378
track_usage = 0.03752
grt_overflow_total = 0
grt_start_max_net_pins = 16
grt_pass1_vias = 606
grt.met1_usage = 0.05379
grt_pass1_wl_um = 2766
use_met3 = 0.01442

[pwr]
p_leak_nw = 0.4155
ir_worst_vdd_mv = 0.09862
p_per_area_nw_per_um2 = 234.2

[outcome]
status = "completed"
-- per-stage QoR --
step	power (mW)	setup slack [ns]	instances
6_report	0.2790	3.717	177
5_1_grt	0.2926	3.672	177
4_1_cts	0.2829	3.697	177
3_5_place_dp	0.1832	4.004	173
3_3_place_gp	0.1832	4.013	173
2_1_floorplan	0.1832	4.380	100
-- Yosys cell counts (all sizes together) --
cell / number / share of area
nand2: 7 / 0.028
and3: 1 / 0.0060
xor2: 12 / 0.10
dfxtp: 27 / 0.52
nor2: 5 / 0.018
or4: 1 / 0.011
nand4: 10 / 0.060
nand3: 11 / 0.057
inv: 1 / 0.0036
ha: 1 / 0.012
and4: 2 / 0.017
nor3: 6 / 0.043
nor4: 3 / 0.018
xnor2: 13 / 0.11
-- path summary, 6_finish.rpt --
path            endpoint  slack, ns  cells past startpoint
max                o_led       3.72                      1
min           counter[0]       0.41                      1
max reg2reg  counter[21]       4.26                      4
min reg2reg   counter[0]       0.41                      1
-- worst register-to-register path: cells and delay by family (launching register included) --
family        cells  cell delay (ns)
xor+xnor          1             0.16
flops             1             0.42
simple gates      3             1.05
-- power breakdown --
part / internal (mW) / switching (mW)
registers: 0.179 / 0
clock network: 0.0465 / 0.0535
logic: 0 / 0
-- layout make-up --
class / count / area share
Clock buffer: 3 / 0.03466
Clock inverter: 1 / 0.004202
Inverter: 1 / 0.003151
Multi-Input combinational cell: 72 / 0.4202
Sequential cell: 27 / 0.4538
Tap cell: 72 / 0.07563
Timing Repair Buffer: 1 / 0.008403
-- logic make-up (layout without fill, tap and decap cells) --
family	Yosys count	count (layout)
and+or+nand+nor	46	46
xor gates and xnor gates	25	25
DFF	27	27
adders and majority gates	1	1
buffers and inverters	1	6
-- layer usage --
metal / part of all wire / vias up
met3: 0.048 / 2
met2: 0.39 / 6
met4: 0.011 / 0
li1: - / 361
met5: 0 / -
met1: 0.55 / 300
No activity file was given, so power comes from the tool's default toggle rates.
