--- flow/run.sh ---
#!/bin/bash
# OpenROAD 26Q1-2900-gdf79404cd8, Yosys 0.63+post, stock flow scripts
make -C /OpenROAD-flow-scripts/flow DESIGN_CONFIG=/design/flow/config.mk WORK_HOME=/design/flow/orfs finish
--- flow/design.v ---
`default_nettype none
module async_cmp #(parameter ASIZE = 4)
		 (output reg aempty_n,
		  output reg afull_n,
		  input [ASIZE - 1:0] wptr,
		  input [ASIZE - 1:0] rptr,
		  input wrst_n);
	parameter N = ASIZE - 1;
	reg direction;
	always @(wptr or rptr) begin
		if ((wptr[N] ^ rptr[N - 1]) &
		    ~(wptr[N - 1] ^ rptr[N]))
			direction = 1'b1;  
		else if ((rptr[N] ^ wptr[N - 1]) &
			 ~(rptr[N - 1] ^ wptr[N]) & wrst_n)
			direction = 1'b0;  
	end
	assign aempty_n = ~((wptr == rptr) && !direction);
	assign afull_n = ~((wptr == rptr) && direction);
endmodule
`default_nettype none
module fifo #(parameter DSIZE = 8, parameter ASIZE = 4)
	    (output [DSIZE - 1:0] rdata,
	     output wfull,
	     output rempty,
	     input [DSIZE - 1:0] wdata,
	     input winc,
	     input wclk,
	     input wrst_n,
	     input rinc,
	     input rclk,
	     input rrst_n);
	reg aempty_n, afull_n;
	wire [ASIZE - 1:0] wptr, rptr;
	async_cmp #(ASIZE) async_cmp(.aempty_n(aempty_n),
				     .afull_n(afull_n),
				     .wptr(wptr),
				     .rptr(rptr),
				     .wrst_n(wrst_n));
	fifomem #(DSIZE, ASIZE) fifomem(.rdata(rdata),
					.wdata(wdata),
					.waddr(wptr),
					.raddr(rptr),
					.wclken(winc),
					.wclk(wclk));
	rptr_empty #(ASIZE) rptr_empty(.rempty(rempty),
				       .rptr(rptr),
				       .aempty_n(aempty_n),
				       .rinc(rinc),
				       .rclk(rclk),
				       .rrst_n(rrst_n));
	wptr_full #(ASIZE) wptr_full(.wfull(wfull),
				     .wptr(wptr),
				     .afull_n(afull_n),
				     .winc(winc),
				     .wclk(wclk),
				     .wrst_n(wrst_n));
endmodule
`default_nettype none
module fifomem #(parameter DSIZE = 8, parameter ASIZE = 4)
	       (output [DSIZE - 1:0] rdata,
	        input [DSIZE - 1:0] wdata,
		input [ASIZE - 1:0] waddr,
		input [ASIZE - 1:0] raddr,
		input wclken,
		input wclk);
	parameter DEPTH = 1 << ASIZE;
	reg [DSIZE - 1:0] MEM [0:DEPTH - 1];
	assign rdata = MEM[raddr];
	always @(posedge wclk) begin
		if (wclken)
			MEM[waddr] <= wdata;
	end
endmodule
`default_nettype none
module rptr_empty #(parameter ASIZE = 4)
		  (output reg rempty,
		   output reg [ASIZE - 1:0] rptr,
		   input aempty_n,
		   input rinc,
		   input rclk,
		   input rrst_n);
	reg [ASIZE - 1:0] rbin;
	reg rempty2;
	wire [ASIZE - 1:0] rgnext, rbnext;
	always @(posedge rclk or negedge rrst_n) begin
		if (!rrst_n) begin
			rbin <= 0;
			rptr <= 0;
		end else begin
			rbin <= rbnext;
			rptr <= rgnext;
		end
	end
	assign rbnext = !rempty ? rbin + rinc : rbin;
	assign rgnext = (rbnext >> 1) ^ rbnext;
	always @(posedge rclk or negedge aempty_n) begin
		if (!aempty_n)
			{rempty, rempty2} <= 2'b11;
		else
			{rempty, rempty2} <= {rempty2, ~aempty_n};
	end
endmodule
`default_nettype none
module wptr_full #(parameter ASIZE = 4)
		 (output reg wfull,
		  output reg [ASIZE - 1:0] wptr,
		  input afull_n,
		  input winc,
		  input wclk,
		  input wrst_n);
	reg [ASIZE - 1:0] wbin;
	reg wfull2;
	wire [ASIZE - 1:0] wgnext, wbnext;
	always @(posedge wclk or negedge wrst_n) begin
		if (!wrst_n) begin
			wbin <= 0;
			wptr <= 0;
		end else begin
			wbin <= wbnext;
			wptr <= wgnext;
		end
	end
	assign wbnext = !wfull ? wbin + winc : wbin;
	assign wgnext = (wbnext >> 1) ^ wbnext;
	always @(posedge wclk or negedge wrst_n or
		 negedge afull_n) begin
		if (!wrst_n)
			{wfull, wfull2} <= 2'b00;
		else if (!afull_n)
			{wfull, wfull2} <= 2'b11;
		else
			{wfull, wfull2} <= {wfull2, ~afull_n};
	end
endmodule
--- flow/constraint.sdc ---
current_design fifo

set clk_period 4.6
set clk_io_pct 0.2

create_clock -name clk0 -period $clk_period [get_ports {rclk}]
create_clock -name clk1 -period $clk_period [get_ports {wclk}]

set non_clock_inputs [all_inputs -no_clocks]
set_input_delay [expr $clk_period * $clk_io_pct] -clock clk0 $non_clock_inputs
set_output_delay [expr $clk_period * $clk_io_pct] -clock clk0 [all_outputs]
--- flow/config.mk ---
export PLATFORM = sky130hd
export DESIGN_NAME = fifo
export DESIGN_NICKNAME = fifo
export VERILOG_FILES = /design/flow/design.v
export SDC_FILE = /design/flow/constraint.sdc
export NUM_CORES = 4
export LEC_CHECK = 1
export CORE_UTILIZATION = 30
==> out/summary.txt <==
post-synthesis cell type count - 33
count of library flops with an enable pin - 128
post-CTS sizing - 0
Die Width - 141 µm
cts hold-fix bufs - 0
max incr delay on CP - 0.78 ns
Switch Pwr - 1.27 mW
Least-Margin Pin Slew - 0.915 ns
Switching Share - 0.282
placeable core area - 0.0188 mm²
vias in the first global route - 3043
ys flops - 147
largest fanout on the critical path - 20
fraction of layout cells with a size suffix above 1 - 0.205
Internal Power - 3.24 mW
CTS tree - done
Critical Path Start Type - flop
Post-synth ARST share - 0.122
DRC - 0
area grow syn2layout - 19.9%
DRT iter0 DRCs - 117
vias per cell - 4.57
initial core utilization - 0.309
top-level port count - 24
clk slew on worst S/H paths - 0.04 ns
register pins left without a clock - 1
Ant. Diodes - 0
Mapped Cells - 285
final wirelength - 10500 µm
CP endpoint kind - primary output
most frequent logic cell in the layout - edfxtp_1
WP data arrival - 2.65 ns
via count - 2724
Yosys Instances - 285
Area leader share - 0.662
setup tns final - 0 ns
Synth warnings - 8
dominant logic cell types in the final layout - 128 x edfxtp_1, 22 x mux4_2, 22 x clkdlybuf4s50_1
Max-slew headroom - 0.388
slowest library cell on the worst path - dfrtp_2
Log Warnings - 28
Max Cap Viol - 0
Fin. Hold Viols - 0
largest net degree at the start of global routing - 21
power per cell area - 648 mW/mm²
Final Wtd Congestion - 0.776
Hold Path Class - flop to flop
FP Rows - 50
max-slew violation count - 0
1st-pass router iterations - 4
sequential fraction of design power - 0.416
YS chip area - 0.00581 mm²
grt ovf - 0
PortBufs - 22
global router's overall resource usage - 0.120
initial antenna violation count - 0
endpoints left unconstrained - 1
Clk pwr share - 0.321
RSZ-0062 raised after global routing - false
main flop type - edfxtp_1
post-DR wirelength/cell - 17.7 µm
final hold slack - 0.350 ns
outcome - complete, no violations
syn_area_per_cell - 20.4 µm²
Comb power frac - 0.263
largest area contributor in the netlist - edfxtp_1
critical path cell sequence - buf_4 -> mux4_1 -> a22oi_1 -> nand2_1 -> clkdlybuf4s50_1
Worst Skew - 0.00872 ns
Max rail drop VDD - 0.377 mV
Cell Area, Synth - 0.00581 mm²
Die H - 141 µm
first-pass GRT wire length - 16700 µm
Lkg Pwr - 2.30 nW
post-route ant nets - 0
data required time of the worst path - 3.68 ns
chip area - 0.0199 mm²
Top area cell types - edfxtp_1 66%, mux4_2 8.5%, dfrtp_1 6.0%, mux4_1 4.5%, a22oi_1 2.1%
post-CTS setup buffer count - 0
final tally of setup violations - 0
Crit Path Category - flop to primary output
DP Wirelength - 6870 µm
## logic make-up after synthesis
| logic type | Yosys count | synth area share |
|---|---|---|
| muxes | 36 | 0.138 |
| adders and majority gates | 4 | 0.00862 |
| buffers and inverters | 19 | 0.0220 |
| and+or+nand+nor | 47 | 0.0420 |
| DFF | 146 | 0.742 |
| latches | 1 | 0.00258 |
| AOI/OAI and AO/OA | 16 | 0.0207 |
| xor gates and xnor gates | 16 | 0.0241 |
## through the flow
step	util	setup WS [ns]	instances	power, mW	cell area, µm²
6_report	0.370	1.03	596	4.51	6960
2_1_floorplan	-	2.21	285	2.69	5810
3_5_place_dp	0.335	1.22	560	3.10	6300
4_1_cts	0.370	0.963	596	4.56	6960
3_3_place_gp	0.335	1.24	560	3.08	6300
5_1_grt	0.370	0.838	596	4.75	6960
## critical path: cells and delay by family, from the launching register on
kind,cells,cell delay (ns)
multiplexers,1,0.58
AND/OR/NAND/NOR,1,0.08
buffers and inverters,2,0.77
AND-OR/OR-AND,1,0.20
flip-flops,1,0.78
## synth_stat cells (3+ instances only)
| library cell | number |
|---|---|
| a22oi_1 | 16 |
| buf_2 | 3 |
| buf_6 | 4 |
| clkbuf_1 | 4 |
| dfrtp_1 | 14 |
| edfxtp_1 | 128 |
| ha_1 | 4 |
| inv_1 | 4 |
| mux4_1 | 10 |
| mux4_2 | 22 |
| nand2_1 | 9 |
| nand2b_1 | 3 |
| nor2_1 | 15 |
| nor2b_1 | 4 |
| nor3_1 | 4 |
| xnor2_1 | 11 |
| xor2_1 | 5 |
## area by class of cell
type,instances,area [µm²]
clock buffer,23,512
clock inverter,13,148
fill,1690,11900
inverter,4,15.0
multi-input combinational,119,1360
sequential,147,4330
tap,260,325
timing repair buffer,30,280
## state kept, by name, summed over array words and instances, names as in the netlist
| signal | flops |
|---|---|
| rptr_empty.rptr | 4 |
| async_cmp.direction | 1 |
| wptr_full.wptr | 4 |
| wptr_full.wfull2 | 1 |
| fifomem.MEM | 128 |
| wptr_full.wfull | 1 |
| rptr_empty.rempty | 1 |
| rptr_empty.rempty2 | 1 |
| rptr_empty.rbin | 3 |
| wptr_full.wbin | 3 |
## power groups by stage
stage	combinational, mW	sequential [mW]	clock, mW
after CTS	1.20	1.88	1.47
after global routing	1.31	1.91	1.54
final	1.19	1.88	1.45
## routing by layer
metal	share of wire	up-vias	wire length (µm)	track usage
li1	-	1226	-	-
met1	0.41	1364	4300	0.153
met2	0.46	127	4860	0.180
met3	0.12	7	1270	0.0813
met4	0.0091	0	96	0.0126
met5	0	-	0	0
## path summary, 6_finish.rpt
path | from | endpoint | slack [ns] | cells after the start
setup / recovery | rptr_empty.rptr[0]$_DFF_PN0_ | rdata[2] | 1.03 | 5
hold / removal | rptr_empty.rempty2$_DFF_PP1_ | rptr_empty.rempty$_DFF_PP1_ | 0.35 | 0
setup reg to reg | wptr_full.wptr[3]$_DFF_PN0_ | fifomem.MEM[1][1]$_DFFE_PP_ | 2.61 | 2
hold reg to reg | rptr_empty.rempty2$_DFF_PP1_ | rptr_empty.rempty$_DFF_PP1_ | 0.35 | 0
max in group clk1 | winc | fifomem.MEM[1][1]$_DFFE_PP_ | 1.99 | 3
max in group asynchronous | wrst_n | wptr_full.wfull2$_DFFSR_PPN_ | 3.20 | 1
min in group clk1 | wptr_full.wfull2$_DFFSR_PPN_ | wptr_full.wfull$_DFFSR_PPN_ | 0.52 | 0
min in group asynchronous | rptr_empty.rptr[2]$_DFF_PN0_ | wptr_full.wfull$_DFFSR_PPN_ | 0.65 | 3
Power figures rest on the tool's default switching activity, not on a simulated workload.
